`design/flow/design.v`:
```
`timescale 1ns / 1ps
module Anode_Driver(
    input reset,
    input clk_en,
    output reg [1:0] s,
    output reg [3:0] an
    );
    always @(posedge clk_en or posedge reset)
        if (reset) begin
            s <= 0;
        end
        else begin
            s <= s + 1;
        end
    always @(s)
        case (s)
            2'b00 : an = 4'b1110;
            2'b01 : an = 4'b1101;
            2'b10 : an = 4'b1011;
            2'b11 : an = 4'b0111;
        endcase
endmodule
`timescale 1ns / 1ps
module Clock_Enable_1Hz(
    input clk,
    input clr,
    output reg clk_en
    );
    integer count = 0;
    always @(posedge clk or posedge clr)
        if (clr == 1) begin
            count <= 0;
            clk_en <= 0;
        end
        else if (count == 99999999) begin
            count <= 0;
            clk_en <= 1;
        end
        else begin
            count <= count + 1;
            clk_en <= 0;
        end
endmodule
`timescale 1ns / 1ps
module Clock_Enable_1kHz(
    input clk,
    input clr,
    output reg clk_en
    );
    integer count = 0;
    always @(posedge clk or posedge clr)
        if (clr == 1) begin
            count <= 0;
            clk_en <= 0;
        end
        else if (count == 99999) begin
            count <= 0;
            clk_en <= 1;
        end
        else begin
            count <= count + 1;
            clk_en <= 0;
        end
endmodule
`timescale 1ns / 1ps
module Display(
    input clk,
    input clr,
    input [3:0] dig1,
    input [3:0] dig2,
    input [3:0] dig3,
    input [3:0] dig4,
    output [3:0] an,
    output [6:0] ca
    );
    wire clk_en;
    wire [1:0] s;
    reg [3:0] x;
    Clock_Enable_1kHz clock(.clk(clk),
                            .clr(clr),
                            .clk_en(clk_en) );
    Anode_Driver an_drive(.clk_en(clk_en),
                          .reset(clr),
                          .s(s),
                          .an(an) );
    Hex_To_Sev_Seg hex_decoder(.x(x),
                               .ca(ca) );
    always @(s)
        case (s)
            2'b00 : x <= dig4;  
            2'b01 : x <= dig3;
            2'b10 : x <= dig2;
            2'b11 : x <= dig1;  
        endcase
endmodule
`timescale 1ns / 1ps
module Hex_To_Sev_Seg(
    input [3:0] x,
    output reg [6:0] ca
    );
    always @(x) begin
        case (x)                 
            0  : ca = 7'b0000001;   
            1  : ca = 7'b1001111;   
            2  : ca = 7'b0010010;   
            3  : ca = 7'b0000110;   
            4  : ca = 7'b1001100;   
            5  : ca = 7'b0100100;   
            6  : ca = 7'b0100000;   
            7  : ca = 7'b0001111;   
            8  : ca = 7'b0000000;   
            9  : ca = 7'b0000100;   
            10 : ca = 7'b0001000;   
            11 : ca = 7'b1100000;   
            12 : ca = 7'b0110001;   
            13 : ca = 7'b1000010;   
            14 : ca = 7'b0110000;   
            15 : ca = 7'b0111000;   
            default : ca = 7'b1111111;       
        endcase
    end
endmodule
`timescale 1ns / 1ps
module Vending_Machine ( 
    input clk, 
    input reset,
    input [3:0] item, 
    input [2:0] coin, 
    output reg [7:0] left_display, 
    output reg [7:0] right_display, 
    output reg [3:0] item_dispense 
    ); 
    parameter e0 = 8'h00, e5 = 8'h05, e10 = 8'h10, e15 = 8'h15; 
    parameter e20 = 8'h20, e25 = 8'h25, e30 = 8'h30, e35 = 8'h35; 
    parameter c0 = 8'h36, c5 = 8'h37, c10 = 8'h38, c15 = 8'h39, c20 = 8'h40; 
    parameter p15 = 4'b0001, p20 = 4'b0010, p25 = 4'b0100, p30 = 4'b1000; 
    reg [7:0] state = e0; 
    reg [7:0] amount; 
    reg [7:0] price; 
    always @(price or coin) begin 
        case (state) 
            e0: begin 
                if (coin == 3'b001) 
                    amount <= e5; 
                else if (coin == 3'b010) 
                    amount <= e10; 
                else if (coin == 3'b100) 
                    amount <= e25; 
                else 
                    amount <= e0; 
                end 
            e5: 
                if (coin == 3'b001) 
                    amount <= e10; 
                else if (coin == 3'b010) 
                    amount <= e15; 
                else if (coin == 3'b100) 
                    amount <= e30; 
                else 
                    amount <= e5; 
            e10: 
                if (coin == 3'b001) 
                    amount <= e15;
                else if(coin == 3'b010) 
                    amount <= e20; 
                else if (coin == 3'b100) 
                    amount <= e35; 
                else
                    amount <= e10; 
            e15: 
                if (coin == 3'b001) 
                    amount <= e20; 
                else if (coin == 3'b010) 
                    amount <= e25; 
                else if (coin == 3'b100) 
                    amount <= e35; 
                else if (price == e15) 
                    amount <= c0; 
                else
                    amount <= e15; 
            e20: 
                if (coin == 3'b001) 
                    amount <= e25; 
                else if (coin == 3'b010) 
                    amount <= e30; 
                else if (coin == 3'b100) 
                    amount <= e35; 
                else if (price == e20) 
                    amount <= c0; 
                else if (price == e15) 
                    amount <= e5; 
                else
                    amount <= e20; 
            e25: 
                if (coin == 3'b001) 
                    amount <= e30; 
                else if (coin == 3'b010 | coin == 3'b100) 
                    amount <= e35; 
                else if (price == e25) 
                    amount <= c0; 
                else if (price == e20) 
                    amount <= c5; 
                else if (price == e15) 
                    amount <= c10; 
                else
                    amount <= e25; 
            e30:
                if (coin == 3'b001 | coin == 3'b010 | coin == 3'b100) 
                    amount <= e35; 
                else if (price == e30) 
                    amount <= c0; 
                else if (price == e25) 
                    amount <= c5; 
                else if (price == e20) 
                    amount <= c10; 
                else if (price == e15) 
                    amount <= c15; 
                else
                    amount <= e30; 
            e35: 
                if (price == e30) 
                    amount <= c5; 
                else if (price == e25) 
                    amount <= c10; 
                else if (price == e20) 
                    amount <= c15; 
                else if (price == e15) 
                    amount <= c20; 
                else
                    amount <= e35; 
            c0:
                amount <= e0; 
            c5: 
                amount <= e5; 
            c10: 
                amount <= e10; 
            c15: 
                amount <= e15; 
            c20: 
                amount <= e20; 
            default: 
                amount <= e0; 
        endcase 
    end 
    always @(posedge clk or posedge reset) begin 
        if (reset == 1) begin 
            state <= 0; 
        end else begin 
            state <= amount; 
        end 
    end
    always @(state or item) begin 
        case(item) 
            p15: 
                price <= e15; 
            p20:
                price <= e20; 
            p25: 
                price <= e25; 
            p30: 
                price <= e30; 
            default: 
                price <= e0; 
        endcase 
        case (state) 
            c0: begin 
                left_display <= e0; 
                right_display <= price; 
                item_dispense <= item; 
            end c5: begin 
                left_display <= e5; 
                right_display <= price; 
                item_dispense <= item; 
            end c10: begin 
                left_display <= e10; 
                right_display <= price; 
                item_dispense <= item; 
            end c15: begin 
                left_display <= e15; 
                right_display <= price; 
                item_dispense <= item; 
            end c20: begin 
                left_display <= e20; 
                right_display <= price; 
                item_dispense <= item; 
            end default: begin 
                left_display <= state; 
                right_display <= price; 
                item_dispense <= 0; 
            end 
        endcase 
    end 
endmodule 
`timescale 1ns / 1ps
module Vending_Machine_Top(
    input [3:0] sw,
    input [2:0] btn,
    input [1:0] clr,
    input clk,
    output [3:0] leds,       
    output [3:0] an,
    output [6:0] ca
    );
    wire clk_en;
    wire [7:0] left_disp, right_disp;
    Clock_Enable_1Hz clk_en_1hz_mod(.clk(clk),
                                    .clr(clr[1] | clr[0]),
                                    .clk_en(clk_en));
    Vending_Machine vend(.item(sw),
                         .coin(btn),
                         .reset(clr[1] | clr[0]),
                         .clk(clk_en),
                         .item_dispense(leds),
                         .left_display(left_disp),
                         .right_display(right_disp)
                         );
    Display seg_disp(.clk(clk),
                     .clr(clr[1] | clr[0]),
                     .dig1(left_disp[7:4]),
                     .dig2(left_disp[3:0]),
                     .dig3(right_disp[7:4]),
                     .dig4(right_disp[3:0]),
                     .an(an),
                     .ca(ca));
endmodule
```
`design/flow/run.sh`:
```
#!/bin/bash
# OpenROAD 26Q1-2900-gdf79404cd8, Yosys 0.63+post, stock flow scripts
make -C /OpenROAD-flow-scripts/flow DESIGN_CONFIG=/design/flow/config.mk WORK_HOME=/design/flow/orfs finish
```
`design/flow/config.mk`:
```
export PLATFORM = sky130hd
export DESIGN_NAME = Vending_Machine_Top
export DESIGN_NICKNAME = Vending_Machine_Top
export VERILOG_FILES = /design/flow/design.v
export SDC_FILE = /design/flow/constraint.sdc
export NUM_CORES = 4
export LEC_CHECK = 1
export CORE_UTILIZATION = 50
```
`design/flow/constraint.sdc`:
```
current_design Vending_Machine_Top

set clk_period 7.0
set clk_io_pct 0.2

create_clock -name clk0 -period $clk_period [get_ports {clk}]

set non_clock_inputs [all_inputs -no_clocks]
set_input_delay [expr $clk_period * $clk_io_pct] -clock clk0 $non_clock_inputs
set_output_delay [expr $clk_period * $clk_io_pct] -clock clk0 [all_outputs]
```
==> deck_impl_summary.md <==
Run Summary

Outcome
  – Outcome: completed

Worst setup path
  – CP Capture Type: output pin
  – RR Startpoint: clk_en_1hz_mod.count[26]
  – Capturing point of the worst reg2reg path: clk_en_1hz_mod.count[3]
  – FF-to-FF path depth: 6
  – Worst path bufs/invs: 3
  – Worst path arrival time: about 4.3 ns
  – Worst Path Max Fanout: 12
  – Worst Path Required: 5.60 ns
  – Cell family with most CP delay: buffers and inverters
  – Setup slack, reg-to-reg: 4.81 ns
  – Max incr delay on CP: 0.71 ns
  – Crit path top cell by count: clkdlybuf4s50_1
  – Setup CP Type: in2out
  – Critical Path Start Type: input port
  – CP Cell Sequence: clkdlybuf4s50_1, xnor2_1, nor4_1, a2111oi_2, nand2b_1, inv_1, ha_1, mux4_1, clkdlybuf4s50_1
  – Worst path slowest cell: clkdlybuf4s50_1

Clocking
  – Cts repair resizes: 0
  – CTS tree: done
  – Cts bufs inserted: 9
  – CTS max path bufs: 2
  – Hold buffers post-CTS: 0
  – CTS Root Cell: clkbuf_8
  – Setup bufs post-CTS: 0
  – CTS clock-pin slew for the worst setup and hold paths: 0.07 ns
  – Clock Latency Late Sink: roughly 0.33 ns
  – H-tree Lvls: 3

Logic synthesis
  – Mapped Cells: approximately 500
  – YS warnings: 6
  – Yosys chip area: 4597 sq um
  – Avg Synthesized Cell Area: 9.231 sq um
  – Synth Seq Share: 0.4083
  – Cell Area, Synth: 4597 sq um
  – Dominant cell area share: 0.4083
  – EDFF count, synth: 0
  – Yosys Instances: between 400 and 500
  – Post-synth ARST share: 1.000
  – Yosys top cell by area: dfrtp_1
  – Synth cell types: a little under 70
  – Flops after synth: about 75
  – Commonest flop: dfrtp_1
  – Top cells, area: dfrtp_1, xor2_1, xnor2_1

Global routing
  – Largest net degree at the start of global routing: 39
  – GR Util met3: 0.02544
  – Antenna violations before repair: 0
  – Met1 Usage GRT: 0.3643
  – Layer with the highest usage: met1
  – Met2 usage: 0.3142
  – Vias in the first global route: 3,353
  – All-layer global routing usage: 0.2141
  – First-pass GRT wire length: 16,300 um
  – Total gr overflow: 0

Power and ir drop
  – Internal power: approximately 600 uW
  – Net Sw Frac: 0.2275
  – NetSw: 177.3 uW
  – Worst vdd rail ir drop: 0.0001853 V
  – Total power: 779.3 uW
  – Comb power frac: 0.062
  – Leak: 0.002286 uW
  – Clk network pwr share: 0.448
  – Cell Pwr Density: 153.4 nW/um^2
  – Register share of total power: 0.489

Die
  – Chip width: 97.89 um
  – Fp util: 0.5220
  – Total core area: 8806 sq um
  – Die ar.: 9581 sq um
  – Row count: 34
  – IO Count: 25
  – Die H: a little under 100 um

Detailed routing
  – Vias per cell: 5.583
  – Final antenna-violating net count: 0
  – DR iter-0 viols: between 150 and 200
  – Diodes inserted: 0
  – DR pass1 iterations: 4
  – Routed wire length: 9268 um
  – WL per Instance: roughly 15 um
  – Via Count: 3,512
  – DRC: 0

STA
  – Endpoints left unconstrained: 13
  – Count of unclocked register or latch pins: 9
  – Final period util: 0.8151
  – Final hold vios: 0
  – Worst slew pin tran: 0.6744 ns
  – Tmin final: 5.706 ns
  – Setup Skew: 0.01270 ns
  – Fin Setup TNS: 0 ns
  – Slew margin rel.: 0.5499
  – Fin. max-slew vios: 0
  – Fmax: 175.3 MHz
  – Unrepaired setup endpoints after global routing: false
  – Worst hold slack: 0.4647 ns
  – Setup Viol. Count Final: 0

Finish
  – Share of post-route cells with drive strength above 1: 0.07102
  – Most frequent logic cell in the layout: dfrtp_1
  – P&R area growth vs syn: 10.51%
  – Fill cell count: 769
  – Top cells excl fill/tap: dfrtp_1, nor2_1, nand2_1, xor2_1, nand3_1

Worst hold path
  – Hold path start: seg_disp.clock.count[0]
  – Type of the most critical hold path: reg2reg
  – Hold EP: seg_disp.clock.count[0]
  – Hold path cells: 1

Placed design
  – HPWL after DPL: 6743 um
  – Gpl congestion: 0.9336
  – Buffers on Ports: 24

Flow run
  – Max cap viols: 0
  – OpenROAD warnings: 33
[logic make-up after synthesis]
| family | Yosys count | share of synthesized area |
|---|---|---|
| adder cells (fa/ha/maj) | 12 | 0.03266 |
| XOR/XNOR | 64 | 0.1219 |
| multiplexers | 6 | 0.01660 |
| flip-flops | 75 | 0.4083 |
| AND/OR/NAND/NOR | 228 | 0.2594 |
| buffers and inverters | 44 | 0.05008 |
| AND-OR/OR-AND | 69 | 0.1111 |
[power by group through the flow]
| stage | registers [uW] | clock network [uW] | logic (uW) |
|---|---|---|---|
| 4_1_cts | 381 | 363 | 49.1 |
| 5_1_grt | 381 | 380 | 55.2 |
| 6_report | 381 | 349 | 48.7 |
[per-layer routing]
metal  share of wire  wire length (um)
met1            0.51              4745
met2            0.44              4068
met3           0.037               347
met4           0.011               106
met5               0                 0
[Yosys cell counts, types with 11 or more instances]
master and count:
a21oi_1 15, and3_1 18, dfrtp_1 75, ha_1 12, inv_1 23, nand2_1 49
nand3_1 33, nor2_1 59, nor4_1 11, o21ai_0 13, xnor2_1 30, xor2_1 34
[cell type report]
type | instances | area [sq um] | share of cell area
Multi-Input combinational cell | 379 | 2497 | 0.4916
Sequential cell | 75 | 1877 | 0.3695
Timing Repair Buffer | 27 | 262.8 | 0.05172
Tap cell | 108 | 135.1 | 0.02660
Clock buffer | 10 | 127.6 | 0.02512
Clock inverter | 6 | 90.09 | 0.01773
Inverter | 24 | 90.09 | 0.01773
[worst max path at each step]
stage                 start    end  cells after the start
after CTS             sw[3]  ca[3]                      9
final                 sw[3]  ca[3]                      9
after global routing  sw[3]  ca[3]                      9
[sequential cells by signal, summed over array words and instances, names as in the netlist]
register and cells:
vend.state 7, seg_disp.an_drive.s 2, clk_en_1hz_mod.count 32, seg_disp.clock.count 32, seg_disp.clock.clk_en 1, clk_en_1hz_mod.clk_en 1
[metrics by stage]
stage / worst slack [ns] / util / instance area (sq um) / std cells
2_1_floorplan: 1.243 / - / 4597 / 498
3_3_place_gp: 1.396 / 0.5521 / 4862 / 613
3_5_place_dp: 1.311 / 0.5521 / 4862 / 613
4_1_cts: 1.302 / 0.5769 / 5080 / 629
5_1_grt: 1.100 / 0.5769 / 5080 / 629
6_report: 1.294 / 0.5769 / 5080 / 629
[worst reg2reg max path: stages, from the launching register on]
cell,delay (ns)
dfrtp_1,0.39
inv_1,0.07
nor4b_1,0.39
nand4_1,0.13
or3_1,0.39
nor2_2,0.55
nor2_1,0.12
Power figures rest on the tool's default switching activity, not on a simulated workload.
