==> ./run.sh <==
#!/bin/bash
# OpenROAD 26Q1-2900-gdf79404cd8, Yosys 0.63+post, stock flow scripts
make -C /OpenROAD-flow-scripts/flow DESIGN_CONFIG=/design/flow/config.mk WORK_HOME=/design/flow/orfs finish
==> ./config.mk <==
export PLATFORM = sky130hd
export DESIGN_NAME = Vending_Machine_Controller
export DESIGN_NICKNAME = Vending_Machine_Controller
export VERILOG_FILES = /design/flow/design.v
export SDC_FILE = /design/flow/constraint.sdc
export NUM_CORES = 4
export LEC_CHECK = 1
export CORE_AREA = 10 10 79 79
export DIE_AREA = 0 0 89 89
==> ./constraint.sdc <==
current_design Vending_Machine_Controller

set clk_period 2.1
set clk_io_pct 0.2

create_clock -name clk0 -period $clk_period [get_ports {clk}]

set non_clock_inputs [all_inputs -no_clocks]
set_input_delay [expr $clk_period * $clk_io_pct] -clock clk0 $non_clock_inputs
set_output_delay [expr $clk_period * $clk_io_pct] -clock clk0 [all_outputs]
==> ./design.v <==
`timescale 1ns / 1ps
module Vending_Machine_Controller(
    input [3:0] sw,
    input [2:0] btn,
    input clk, clr,
    output reg [7:0] left_disp,
    output reg [7:0] right_disp,
    output reg [3:0] leds
    );
    reg [2:0] btn_d, sw_d;
    reg [3:0] pres, next;
    parameter A00 = 4'b0000, A05 = 4'b0001, A10 = 4'b0010, A15 = 4'b0011,
              A20 = 4'b0100, A25 = 4'b0101, A30 = 4'b0110, A35 = 4'b0111,
              C00 = 4'b1111, C05 = 4'b1110, C10 = 4'b1101, C15 = 4'b1100, C20 = 4'b1011;
    always @(sw or btn) begin
        case (btn)
            3'b001: btn_d = 3'b001;
            3'b010: btn_d = 3'b010;
            3'b100: btn_d = 3'b101;
            default btn_d = 3'b000;
        endcase
        case (pres)
            A00 : begin
                    if (btn != 3'b000)
                        next <= btn_d;
                  end
            A05 : begin
                    if (btn != 3'b000)
                        next <= A05 + btn_d;
                  end
            A10 : begin
                    if (btn != 3'b000)
                        next <= A10 + btn_d;
                  end
            A15 : begin
                    if (btn == 3'b001 | btn == 3'b010)
                        next <= A15 + btn_d;
                    else if (btn_d == 3'b101)
                        next = A35;
                    else if (sw == 4'b0001)
                        next = C00;
                  end
            A20 : begin
                    if (btn_d == 3'b001 | btn_d == 3'b010)
                        next <= A20 + btn_d;
                    else if (btn_d == 3'b101)
                        next = A35;
                    else if (sw == 4'b0001)
                        next = C05;
                    else if (sw == 4'b0010)
                        next = C00;
                  end
            A25 : begin
                    if (btn_d == 3'b001 || btn_d == 3'b010)
                        next <= A25 + btn_d;
                    else if (btn_d == 3'b101)
                        next = A35;
                    else if (sw == 4'b0001)
                        next = C10;
                    else if (sw == 4'b0010)
                        next = C05;
                    else if (sw == 4'b0100)
                        next = C00;
                  end
            A30 : begin
                    if (btn_d != 3'b000)
                        next = A35;
                    else if (sw == 4'b0001)
                        next = C15;
                    else if (sw == 4'b0010)
                        next = C10;
                    else if (sw == 4'b0100)
                        next = C05;
                    else if (sw == 4'b1000)
                        next = C00;
                  end
            A35 : begin
                    if (btn_d != 3'b000)
                        next = A35;
                    else if (sw == 4'b0001)
                        next = C20;
                    else if (sw == 4'b0010)
                        next = C15;
                    else if (sw == 4'b0100)
                        next = C10;
                    else if (sw == 4'b1000)
                        next = C05;
                  end
            C00, C05, C10, C15, C20: next <= btn_d;
        endcase
    end
    always @(posedge clr or posedge clk) begin
        if (clr == 1) begin
            pres <= A00;
        end
        else begin                                   
            pres <= next;                                
        end
    end
    always @(sw or pres) begin
        case (sw)
            4'b0001 :   left_disp = 8'h15;
            4'b0010 :   left_disp = 8'h20;
            4'b0100 :   left_disp = 8'h25;
            4'b1000 :   left_disp = 8'h30;
            default :   left_disp = 8'h00;
        endcase
        if (pres <= A35) begin                   
            leds = 0;
            case (pres)
                A00 :   right_disp = 8'h00;
                A05 :   right_disp = 8'h05;
                A10 :   right_disp = 8'h10;
                A15 :   right_disp = 8'h15;
                A20 :   right_disp = 8'h20;
                A25 :   right_disp = 8'h25;
                A30 :   right_disp = 8'h30;
                A35 :   right_disp = 8'h35;
                default right_disp = 8'haa;
            endcase
        end
        else begin                               
            leds <= sw;      
            case (pres)                              
                C00 :   right_disp = 8'h00;
                C05 :   right_disp = 8'h05;
                C10 :   right_disp = 8'h10;
                C15 :   right_disp = 8'h15;
                C20 :   right_disp = 8'h20;
                default right_disp = 8'haa;
            endcase
        end
    end
endmodule
==> results.yml <==
# synthesis and place-and-route metrics
die:
  chipArea_um2: 7920
  io_pins: 29
  fp_util: 0.241
  die_y_um: 89
  coreArea_um2: 4660
  die_w_um: 89
  row_count: 25
final_timing:
  min_period_ps: 2020
  hold_viol_final: 0
  rsz0062_at_grt: "false"
  finalCritPeriodShare: 0.964
  slew_violations: 0
  unclocked_pins: 4
  fin_tns_setup_ps: 0
  relSlewSlack: 0.665
  untimed_endpoints: 8
  final-setup-viol-count: 0
  tightest_slew_ps: 497
  fmax_mhz: 494
synthesis:
  yosysCellCount: 154
  async_flop_share: 0.500
  adder_share: 0.0779
  xor_area_frac: 0.0623
  syn_avg_cell_area_um2: 7.30
  synth-compound-area-share: 0.226
  mux_area_frac: 0.0267
  synth-edff-count: 0
  ys.flop_type: "dlxtn_1"
  syn_area_um2: 1120
  yosys-stat-area_um2: 1120
  ys_warn_count: 1
  simple_gate_area_frac: 0.305
  synthTopLogicFamily: "simple AND/OR/NAND/NOR gates"
  ys.flops: 8
  synthCells: 154
  synth_cell_types: 46
critical_path:
  arrival_ps: 1600
  worst_setup_path_start_kind: "flop"
  worstPathMaxFanout: 8
  cp_data_required_time_ps: 1680
  critical_path_class: "reg2out"
  endpoint_kind: "primary output"
power_and_ir_drop:
  p_sw_frac: 0.312
  max-vdd-ir-drop_uv: 147
  internal_power_uw: 302
  power_frac_seq: 0.212
  power_leakage_uw: 0.000587
  combinationalPowerShare: 0.426
  switchingPower_uw: 137
  clockPowerShare: 0.362
  power_density_nw_per_um2: 308
routing:
  via_count: 1157
  finalWirelength_um: 3180
  wl_per_cell_um: 14.1
  antenna-diode-count: 0
  avgViaCountPerCell: 5.14
  dr.pass1.iters: 4
  route.detailed.drc: 0
  ant_nets: 0
  drt_iter0_drc: 194
final_layout:
  drive_above_1_share: 0.129
  stdcell_area_um2: 1430
  area_growth_pct: 26.7
  layout_top_cells: "clkdlybuf4s50_1, buf_4, inv_1, nor2_1, nand2_1"
  layout_top_cell: "clkdlybuf4s50_1"
worst_hold_path:
  worstHoldPathType: "in2async"
placed_design:
  gp_congestion: 0.937
  portBuffers: 23
  dpl_cell_area_um2: 1370
  dpl.hpwl_um: 2470
global_routing:
  grt_pass1_wl_um: 5550
  globalRouteOverflowTotal: 0
  antenna_found_initial: 0
  grt_start_max_net_pins: 17
  grt_pass1_vias: 1182
  grtUsageTotal: 0.0848
run_status:
  status: "finished, final reports clean"
job:
  maxCapViolations: 0
  warning_count: 30
clocking:
  hold_buffers: 0
  cts_buffers: 3
  cts_tree: "done"
  clk_path_buf_depth: 2
  cts_setup_buffers: 0
  root_buffer: "clkbuf_8"
  h-tree-depth: 1
  path_clk_slew_ps: 30
per-stage QoR:
stage,hold WS [ps],power [µW],setup WS (ps),instances,utilization
floorplan,186,221,494,158,-
global placement,623,282,-174,222,0.295
detailed placement,632,281,-219,222,0.295
CTS,409,445,6.59,225,0.304
global route,430,478,7.46,225,0.306
finish,401,439,75.9,225,0.306
routing by layer:
| metal | vias to the layer above | wire length, µm | track usage |
|---|---|---|---|
| met4 | 0 | 14 | 0.0116 |
| met3 | 2 | 219 | 0.0321 |
| met5 | - | 0 | 0 |
| li1 | 576 | - | - |
| met1 | 543 | 1470 | 0.108 |
| met2 | 36 | 1470 | 0.138 |
synth_stat cells, types with 3 or more instances:
library cell | count | area, µm²
a2111oi_0 | 3 | 26.3
a211oi_1 | 4 | 30.0
a21oi_1 | 8 | 40.0
a311oi_1 | 3 | 26.3
and2_1 | 5 | 31.3
buf_2 | 3 | 15.0
buf_4 | 10 | 75.1
clkbuf_1 | 9 | 33.8
dfrtp_1 | 4 | 100
dlxtn_1 | 4 | 60.1
ha_1 | 7 | 87.6
inv_1 | 8 | 30.0
mux2i_1 | 3 | 30.0
nand2_1 | 8 | 30.0
nand2b_1 | 4 | 25.0
nand3_1 | 5 | 25.0
nor2_1 | 8 | 30.0
nor2b_1 | 4 | 25.0
nor3_1 | 8 | 40.0
nor4b_1 | 3 | 26.3
o21ai_0 | 5 | 25.0
xnor2_1 | 5 | 43.8
xor2_1 | 3 | 26.3
area by class of cell:
cell class | count | area, µm²
timing repair buffer | 34 | 313
tap | 54 | 67.6
multi-input combinational | 118 | 812
fill | 495 | 3240
clock buffer | 3 | 41.3
sequential | 8 | 161
inverter | 8 | 30.0
registers in the layout, indices dropped and copies added, names as in the netlist:
signal  count
next        4
pres        4
worst max-delay path, stage by stage (launching register included):
cell and delay (ps):
dfrtp_1 470, inv_1 180, mux2i_1 240, clkdlybuf4s50_1 500
final timing paths:
check,startpoint,endpoint,slack [ps],cells past startpoint
max,pres[0],right_disp[0],80,3
min,clr,pres[2],400,2
max in group asynchronous,clr,pres[3],1530,2
min in group clk0,sw[2],left_disp[4],1460,4
cell families after synthesis:
| group | Yosys count |
|---|---|
| simple gates | 59 |
| compound gates | 36 |
| buf+inv | 32 |
| xor+xnor | 8 |
| fa+ha+maj | 7 |
| flops | 4 |
| latches | 4 |
| mux | 3 |
| other cells | 1 |
what timing repair did:
action	CTS	global route
pin swaps	1	1
gates resized	5	5
setup endpoints to repair	6	7
hold endpoints to repair	0	0
power groups by stage:
| stage | sequential (µW) | combinational, µW | clock (µW) |
|---|---|---|---|
| 5_1_grt | 94.1 | 211 | 173 |
| 6_report | 93.3 | 187 | 159 |
| 4_1_cts | 92.8 | 187 | 166 |
No activity file was given, so power comes from the tool's default toggle rates.
